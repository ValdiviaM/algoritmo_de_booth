===== flow/design.v =====
module counter #(
	parameter N=4
)(
	input logic rst,
	input logic clk,
	input logic count,
	output logic count_done
);
logic [2:0] count_reg;
always_ff @(posedge clk) begin
	if (rst) begin
		count_reg<=N;
		count_done<=0;		
	end else if (count&&(count_reg!=0)) begin
		count_reg<=count_reg-1;
		count_done<=0;
	end	else if (count&&(count_reg==0)) begin
		count_done<=1;
	end
end
endmodule
module convertidor_pulso(
	input logic clk,
	input logic rst,	
	input logic in,
	output logic out
);
enum logic {
  	ESPERA_PRESS,
    ESPERA_REL } estado, sig_estado;
always_ff @(posedge clk) begin
	if (rst) estado <= ESPERA_PRESS;
	else estado <= sig_estado;
end
always_comb begin
	case(estado)
		ESPERA_PRESS:
			if (in) sig_estado = ESPERA_REL;
			else	sig_estado = ESPERA_PRESS;
		ESPERA_REL:
			if (in) sig_estado = ESPERA_REL;
			else	sig_estado = ESPERA_PRESS;		
		default:
			sig_estado = ESPERA_PRESS;
	endcase
end
assign out= estado & (~in);
endmodule
module datapath #(
	parameter N = 4
)(
	input logic clk,
	input logic rst,
	input logic [N-1:0] A,
	input logic [N-1:0] B,
	input logic load_A,
	input logic load_B,
	input logic load_add,
	input logic ar_shift,
	input logic add_sub,
	input logic start,
	output logic [1:0] Q_LSB,
	output logic [7:0] result
);	
	logic [2*N:0] shift_reg;
	logic [N-1:0] M;
	logic [N-1:0] adder_sub_out;
	logic [3:0] HQ;
	logic [3:0] LQ;
	logic Q_1;
always_ff @(posedge clk) begin
	if (rst) M<=4'b0;
	else if (load_A) M<=A;
end
always_comb begin
	if (add_sub)
		adder_sub_out = HQ+M;
	else
		adder_sub_out = HQ-M;
end
always_comb begin
	result = {HQ,LQ};
	HQ = shift_reg [8:5];
	LQ = shift_reg [4:1] ;
	Q_1 = shift_reg [0] ;
	Q_LSB = {LQ[0] ,Q_1} ;
end
always_ff @(posedge clk) begin	
	if (start||rst) shift_reg<=9'b0;
	else if (ar_shift)
		shift_reg <= $signed(shift_reg)>>>1;
	else begin
		if (load_B)
			shift_reg[N:1] <= B;
		if (load_add)
			shift_reg[2*N:N+1] <= adder_sub_out;
	end
end
endmodule 
module fsm_multi (
	input logic clk,
	input logic rst,
	input logic count_done,
	input logic valid,
	input logic [1:0] Q_LSB,
	output logic load_A,
	output logic load_add,
	output logic load_B,
	output logic ar_shift,
	output logic add_sub,
	output logic count,
	output logic start,
	output logic done
);
typedef enum logic [2:0] {
    ESPERA_INICIO,
	INICIO,
    COMPARA,
    SUMAR,
	RESTAR,
	DESPLAZA
} estado_t;
estado_t estado, sig_estado;
always_ff @(posedge clk) begin
	if (rst) estado<=ESPERA_INICIO; 	
	else 	 estado<=sig_estado;
end
always_comb begin
	case(estado)
		ESPERA_INICIO: begin
			if(valid) sig_estado=INICIO;
			else 	  sig_estado=ESPERA_INICIO;
			end
		INICIO:
			sig_estado=COMPARA;
		COMPARA: begin
			case (Q_LSB)
				2'b01: sig_estado=SUMAR;
				2'b10: sig_estado=RESTAR;
				default:
					sig_estado=DESPLAZA;
			endcase
			end
		SUMAR: begin
				if (count_done) sig_estado=ESPERA_INICIO;
				else sig_estado = COMPARA;		
			end
		RESTAR: begin
			   	 if (count_done) sig_estado=ESPERA_INICIO;
				 else sig_estado = COMPARA;		
			end
		DESPLAZA:begin
				if (count_done) sig_estado=ESPERA_INICIO;
				else sig_estado = COMPARA;		
			end
		default:
			sig_estado=ESPERA_INICIO;
	endcase
end
always_comb begin
	load_A = 0;
	load_add = 0;
	load_B = 0;
	ar_shift = 0;
	add_sub = 0;
	count = 0;
	start = 0;
	done = 0;
	case(estado)
		ESPERA_INICIO: 
			if (valid) start = 1; 		
		INICIO: begin
				load_A = 1;
				load_B = 1;
				end
		COMPARA: begin
			count=1;	
			case (Q_LSB)
				2'b01: begin
					add_sub=1;
					load_add=1;
					end
				2'b10: 
					load_add=1;
				default:
					ar_shift=1;
			endcase
			end
		SUMAR: begin 
			add_sub=1;
			if(count_done) done=1;
			else ar_shift=1;	
			end	
		RESTAR: begin 
			if(count_done) done=1;
			else ar_shift=1;	
			end	
		DESPLAZA:
			if(count_done) done=1;
	endcase
end
endmodule
module sincronizador(
input logic rst,
input logic clk,
input logic [3:0] In,
output logic [3:0] Out 
);
logic aux00;
logic aux01;
logic aux02;
logic aux03;
logic aux10;
logic aux11;
logic aux12;
logic aux13;
logic aux20;
logic aux21;
logic aux22;
logic aux23;
always_ff @(posedge clk) begin
	if (rst) begin 
		aux00<=1'b0;
		aux10<=1'b0;
		aux20<=1'b0;
		Out[0]<=1'b0;		
	end	
	else begin
		aux00<=In[0];
		aux10<=aux00;
		aux20<=aux10;	
		Out[0]<=aux20;
	end
end
always_ff @(posedge clk) begin
	if (rst) begin 
		aux01<=1'b0;
		aux11<=1'b0;
		aux21<=1'b0;
		Out[1]<=1'b0;		
	end	
	else begin
		aux01<=In[1];
		aux11<=aux01;
		aux21<=aux11;	
		Out[1]<=aux21;
	end
end
always_ff @(posedge clk) begin
	if (rst) begin 
		aux02<=1'b0;
		aux12<=1'b0;
		aux22<=1'b0;
		Out[2]<=1'b0;		
	end	
	else begin
		aux02<=In[2];
		aux12<=aux02;
		aux22<=aux12;	
		Out[2]<=aux22;
	end
end
always_ff @(posedge clk) begin
	if (rst) begin 
		aux03<=1'b0;
		aux13<=1'b0;
		aux23<=1'b0;
		Out[3]<=1'b0;		
	end	
	else begin
		aux03<=In[3];
		aux13<=aux03;
		aux23<=aux13;	
		Out[3]<=aux23;
	end
end
endmodule
module sistema (
	input logic clk,
	input logic rst,
	input logic [3:0] A,
	input logic [3:0] B,
	input logic boton,
	output logic [7:0] display
);
logic valid;
logic [3:0] A_sinc;
logic [3:0] B_sinc;
logic done;
logic [7:0] result;
ss_entrada ss_entrada (
	.clk(clk),
	.rst(rst),	
	.A(A),
	.B(B),
	.boton(boton),
	.valid(valid),
	._A(A_sinc),
	._B(B_sinc)
);
ss_mult multiplicador(
	.clk(clk),
	.rst(rst),
	.valid(valid),
	.A(A_sinc),
	.B(B_sinc),
	.done(done),
	.result(result)
);
ss_salida salida(
	.clk(clk),
	.rst(rst),
	.result(result),
	.load(done),
	.display(display)
);
endmodule
module ss_entrada(
	input logic clk,
	input logic rst,	
	input logic [3:0] A,
	input logic [3:0] B,
	input logic boton,
	output logic valid,
	output logic [3:0] _A,
	output logic [3:0] _B	
);
sincronizador sincA (
	.rst(rst),
	.clk(clk),
	.In(A),
	.Out(_A) 
);
sincronizador sincB (
	.rst(rst),
	.clk(clk),
	.In(B),
	.Out(_B) 
);
convertidor_pulso nivel_pulso(
	.clk(clk),
	.rst(rst),	
	.in(boton),
	.out(valid)
);
endmodule
module ss_mult #(
	parameter N=4
)(
	input logic clk,
	input logic rst,
	input logic valid,
	input logic [N-1:0] A,
	input logic [N-1:0] B,
	output logic done,
	output logic [7:0] result
);	
logic [1:0] Q_LSB;
logic count_done;
logic load_A;
logic load_B;
logic load_add;
logic ar_shift;
logic add_sub;
logic count;
logic start;
fsm_multi main_fsm(
	.clk(clk),
	.rst(rst),
	.count_done(count_done),
	.valid(valid),
	.Q_LSB(Q_LSB),
	.load_A(load_A),
	.load_B(load_B),
	.load_add(load_add),
	.ar_shift(ar_shift),
	.add_sub(add_sub),
	.count(count),
	.start(start),
	.done(done)
);
counter counter(
	.rst(start),
	.clk(clk),
	.count(count),
	.count_done(count_done)
);
datapath datapath(
	.clk(clk),
	.rst(rst),
	.A(A),
	.B(B),
	.load_A (load_A),
	.load_B	(load_B),
	.load_add(load_add),	
	.ar_shift(ar_shift), 
	.add_sub(add_sub),
	.start(start),
	.Q_LSB(Q_LSB),
	.result(result)
);
endmodule
module ss_salida (
	input logic clk,
	input logic rst,
	input logic [7:0] result,
	input logic load,
	output logic [7:0] display
);
always_ff @(posedge clk) begin
	if (rst) display<=8'b0;
	else if (load) display<=result;
end
endmodule

===== flow/run.sh =====
#!/bin/bash
# OpenROAD 26Q1-2900-gdf79404cd8, Yosys 0.63+post, stock flow scripts
make -C /OpenROAD-flow-scripts/flow DESIGN_CONFIG=/design/flow/config.mk WORK_HOME=/design/flow/orfs finish

===== flow/config.mk =====
export PLATFORM = sky130hd
export DESIGN_NAME = sistema
export DESIGN_NICKNAME = sistema
export VERILOG_FILES = /design/flow/design.v
export SDC_FILE = /design/flow/constraint.sdc
export NUM_CORES = 4
export LEC_CHECK = 1
export CORE_UTILIZATION = 30

===== flow/constraint.sdc =====
current_design sistema

set clk_period 3.2
set clk_io_pct 0.2

create_clock -name clk0 -period $clk_period [get_ports {clk}]

set non_clock_inputs [all_inputs -no_clocks]
set_input_delay [expr $clk_period * $clk_io_pct] -clock clk0 $non_clock_inputs
set_output_delay [expr $clk_period * $clk_io_pct] -clock clk0 [all_outputs]

==> qor.yml <==
max_slew_margin: 0.6292
ys_area_um2: 2276
cts_tree: "built"
synth_area_um2: 2276
grt_pass1_wl_um: 5927
ff_type: "dfxtp_1"
final-max-slew-violation-count: 0
rows: 31
ios: 19
cts_root_buf: "clkbuf_8"
simple_gate_share: 0.1858
crit_arrival_ns: 2.64
ys_sh_aoi: 0.07971
warnings: 27
top_cells_by_count: "dfxtp_1 (64), nor2b_1 (34), nor2_1 (28), mux2i_1 (14), nand2_1 (10)"
drive_gt1_frac: 0.09091
viasPerCell: 4.164
gp_congestion: 0.8261
fp_util: 0.3121
async_reset_ff_frac: 0
dieHeight_um: 89.10
syn_to_final_growth_pct: 20.07
synth_warnings: 6
wl_per_cell_um: 9.718
ant_nets: 0
tns_ns: 0
max_cap_violations: 0
antenna_found_initial: 0
vias: 1420
min_period_ns: 2.357
power_density_nw_per_um2: 572.8
mux_share: 0.06652
grt_pass1_vias: 1266
top_cell: "dfxtp_1"
clk_pin_slew_ns: 0.07
end_kind: "flop"
status: "finished clean"
drtIter0Drc: 128
worstMarginPinSlew_ns: 0.5548
fp.dieW_um: 89.10
first_pass_iters: 4
cts-buffers-inserted: 9
ys_cells: 217
largest_reg_flops: 9
worstSkewPairLatency_ns: 0.33
numClockSinks: 64
grt_max_degree: 30
portBuffers: 18
ys_types: 36
setup_violations: 0
final_area_um2: 2733
cts_hold_buffers: 0
grt-ovfl-total: 0
largest_area_cell: "dfxtp_1"
finalHoldViolations: 0
fmax_mhz: 424.2
finalClockPeriodUsage: 0.7367
synth_cells: 217
xor_area_frac: 0.02144
edf_count: 0
dpl.hpwl_um: 2188
p_leak_uw: 0.001105
synth_top_area_share: 0.5629
yosys.stat.seqShare: 0.5629
netlist_top_cells_area: "dfxtp_1 (56%), nor2b_1 (9.3%), mux2i_1 (6.2%)"
holdWs_ns: 0.4328
clockBufferDepth: 2
cp.required_ns: 3.48
hold_class: "flop to flop"
n_antenna_cell: 0
critical_path_class: "flop to flop"
cp_max_fo: 4
cp-start-kind: "flop"
ys_seq_elements: 64
finalPower_uw: 1565
dpl-instance-area_um2: 2546
finClkSkew_ns: 0.006896
cts_resized: 0
syn_area_per_cell_um2: 10.49
die-area_um2: 7939
drc: 0
cts_setup_buffers: 0
cts-htree-levels: 3
core_area_um2: 7292
ys_sh_adder: 0.05278
rsz0062_at_grt: "false"
grt_usage: 0.09916
drt-total-wl_um: 3314
synthTopLogicFamily: "simple AND/OR/NAND/NOR gates"
irDropWorstVdd_uv: 370.0
==> path summary, 6_finish.rpt <==
check                                      start                                  end  slack, ns  cells past startpoint
max          multiplicador.datapath.shift_reg[1]  multiplicador.datapath.shift_reg[8]       0.84                     10
min                       ss_entrada.sincA.aux20              ss_entrada.sincA.Out[0]       0.43                      1
max reg2reg  multiplicador.datapath.shift_reg[1]  multiplicador.datapath.shift_reg[8]       0.84                     10
min reg2reg               ss_entrada.sincA.aux20              ss_entrada.sincA.Out[0]       0.43                      1
==> report_power, final <==
part           switching, uW  total, uW  internal [uW]
clock                    279        652            372
combinational           37.7       77.5           39.8
sequential              11.5        836            824
==> placed cells by master, fill, tap and decap left out, types with 2 or more instances in the layout <==
| cell type | instances |
|---|---|
| nor2b_1 | 34 |
| nand2_1 | 10 |
| a211oi_1 | 5 |
| ha_1 | 8 |
| a22oi_1 | 2 |
| clkbuf_8 | 10 |
| nand2b_1 | 2 |
| clkdlybuf4s50_1 | 17 |
| xnor2_1 | 2 |
| a21oi_2 | 2 |
| mux2i_1 | 14 |
| a21oi_1 | 9 |
| clkinv_2 | 3 |
| nor2_1 | 28 |
| inv_1 | 8 |
| dfxtp_1 | 64 |
| a21o_1 | 2 |
==> cell families (layout without fill, tap and decap cells) <==
family | Yosys count | count (layout)
compound gates | 26 | 26
xor+xnor | 4 | 4
fa+ha+maj | 9 | 9
buf+inv | 18 | 43
flops | 64 | 64
mux | 15 | 15
simple gates | 81 | 81
==> through the flow <==
stage | utilization | setup slack, ns | instances
after floorplan | - | 0.9755 | 217
after global placement | 0.3492 | 0.8852 | 326
after detailed placement | 0.3492 | 0.8497 | 326
after CTS | 0.3747 | 0.8294 | 341
after global routing | 0.3747 | 0.6638 | 341
final | 0.3747 | 0.8426 | 341
==> layer usage <==
layer	GRT usage	wire length, um	share of wire	up-vias
li1	-	-	-	753
met1	0.1485	1623	0.49	631
met2	0.1457	1427	0.43	29
met3	0.03371	186	0.056	7
met4	0.01732	76	0.023	0
met5	0	0	0	-
==> critical path, cell delays in order (launching register included) <==
cell and delay, ns:
dfxtp_1 0.37, inv_1 0.07, ha_1 0.21, a21oi_2 0.19, or2b_1 0.25, xnor2_1 0.12
ha_1 0.32, a21oi_1 0.15, xnor3_1 0.24, a211oi_1 0.25, a31o_1 0.12
==> area by class of cell <==
cell class | instances | area, um2
Fill cell | 747 | 4559
Sequential cell | 64 | 1281
Multi-Input combinational cell | 135 | 924.6
Timing Repair Buffer | 19 | 182.7
Clock buffer | 11 | 141.4
Tap cell | 99 | 123.9
Clock inverter | 4 | 45.04
Inverter | 9 | 33.78
